## run.sh

```bash
#!/bin/bash
# OpenROAD 26Q1-2900-gdf79404cd8, Yosys 0.63+post, stock flow scripts
make -C /OpenROAD-flow-scripts/flow DESIGN_CONFIG=/design/flow/config.mk WORK_HOME=/design/flow/orfs finish
```

## config.mk

```make
export PLATFORM = sky130hd
export DESIGN_NAME = topMips
export DESIGN_NICKNAME = topMips
export VERILOG_FILES = /design/flow/design.v
export SDC_FILE = /design/flow/constraint.sdc
export NUM_CORES = 4
export LEC_CHECK = 1
export CORE_UTILIZATION = 30
export SYNTH_HDL_FRONTEND = slang
```

## constraint.sdc

```tcl
current_design topMips

set clk_period 29.2
set clk_io_pct 0.2

create_clock -name clk0 -period $clk_period [get_ports {clk}]

set non_clock_inputs [all_inputs -no_clocks]
set_input_delay [expr $clk_period * $clk_io_pct] -clock clk0 $non_clock_inputs
set_output_delay [expr $clk_period * $clk_io_pct] -clock clk0 [all_outputs]
```

## design.v

```verilog
module IO(clk, adr, en, switches, memwrite, writedata, memdata, leds);
	input clk, en, memwrite;
	input [7:0] writedata;
	input [5:0] adr;
	input [3:0] switches;
	output reg [7:0] leds;
	output reg[7:0] memdata;
	always @(posedge clk)
	begin
		if(en)
		begin
			leds <= writedata;
		end
		memdata <= {4'b0000,switches};
	end
endmodule
`timescale 1ns / 1ps
module exmem #(parameter WIDTH = 8, RAM_ADDR_BITS = 8)
   (input clk, en,
    input memwrite,
    input [RAM_ADDR_BITS-1:0] adr,
    input [WIDTH-1:0] writedata,
    output reg [WIDTH-1:0] memdata
    );
   reg [WIDTH-1:0] mips_ram [(2**RAM_ADDR_BITS)-1:0];
 initial
 $readmemh("D:\\workspace\\CS_3710\\Lab2\\fib.dat", mips_ram);
   always @(posedge clk)
      if (en) begin
         if (memwrite)
            mips_ram[adr] <= writedata;
         memdata <= mips_ram[adr];
      end
endmodule
module mips #(parameter WIDTH = 8, REGBITS = 3)
             (input              clk, reset, 
              input  [WIDTH-1:0] memdata,
              output             memread, memwrite, 
              output [WIDTH-1:0] adr, writedata);
   wire [31:0] instr;
   wire        zero, alusrca, memtoreg, iord, pcen, regwrite, regdst;
   wire [1:0]  aluop,pcsource,alusrcb;
   wire [3:0]  irwrite;
   wire [2:0]  alucont;
   controller  cont(clk, reset, instr[31:26], zero, memread, memwrite, 
                    alusrca, memtoreg, iord, pcen, regwrite, regdst,
                    pcsource, alusrcb, aluop, irwrite);
   alucontrol  ac(aluop, instr[5:0], alucont);
   datapath    #(WIDTH, REGBITS) 
               dp(clk, reset, memdata, alusrca, memtoreg, iord, pcen,
                  regwrite, regdst, pcsource, alusrcb, irwrite, alucont,
                  zero, instr, adr, writedata);
endmodule
module controller(input clk, reset, 
                  input      [5:0] op, 
                  input            zero, 
                  output reg       memread, memwrite, alusrca, memtoreg, iord, 
                  output           pcen, 
                  output reg       regwrite, regdst, 
                  output reg [1:0] pcsource, alusrcb, aluop, 
                  output reg [3:0] irwrite);
   parameter   FETCH1  =  4'b0001;
   parameter   FETCH2  =  4'b0010;
   parameter   FETCH3  =  4'b0011;
   parameter   FETCH4  =  4'b0100;
   parameter   DECODE  =  4'b0101;
   parameter   MEMADR  =  4'b0110;
   parameter   LBRD    =  4'b0111;
   parameter   LBWR    =  4'b1000;
   parameter   SBWR    =  4'b1001;
   parameter   RTYPEEX =  4'b1010;
   parameter   RTYPEWR =  4'b1011;
   parameter   BEQEX   =  4'b1100;
   parameter   JEX     =  4'b1101;
	parameter 	ADDIEX  =  4'b1110;
	parameter 	ADDIWR  =  4'b1111;
   parameter   LB      =  6'b100000;
   parameter   SB      =  6'b101000;
   parameter   RTYPE   =  6'b0;
   parameter   BEQ     =  6'b000100;
   parameter   J       =  6'b000010;
	parameter 	ADDI	  =  6'b001000;
   reg [3:0] state, nextstate;
   reg       pcwrite, pcwritecond;
   always @(posedge clk)
      if(reset) state <= FETCH1;
      else state <= nextstate;
   always @(*)
      begin
         case(state)
            FETCH1:  nextstate <= FETCH2;
            FETCH2:  nextstate <= FETCH3;
            FETCH3:  nextstate <= FETCH4;
            FETCH4:  nextstate <= DECODE;
            DECODE:  case(op)
                        LB:      nextstate <= MEMADR;
                        SB:      nextstate <= MEMADR;
                        RTYPE:   nextstate <= RTYPEEX;
                        BEQ:     nextstate <= BEQEX;
                        J:       nextstate <= JEX;
								ADDI:		nextstate <= ADDIEX;
                        default: nextstate <= FETCH1;  
                     endcase
            MEMADR:  case(op)
                        LB:      nextstate <= LBRD;
                        SB:      nextstate <= SBWR;
                        default: nextstate <= FETCH1;  
                     endcase
            LBRD:    nextstate <= LBWR;
            LBWR:    nextstate <= FETCH1;
            SBWR:    nextstate <= FETCH1;
            RTYPEEX: nextstate <= RTYPEWR;
            RTYPEWR: nextstate <= FETCH1;
            BEQEX:   nextstate <= FETCH1;
				ADDIEX:	nextstate <= ADDIWR;
				ADDIWR:	nextstate <= FETCH1;
				JEX:     nextstate <= FETCH1;
            default: nextstate <= FETCH1;  
         endcase
      end
   always @(*)
      begin
            irwrite <= 4'b0000;
            pcwrite <= 0; pcwritecond <= 0;
            regwrite <= 0; regdst <= 0;
            memread <= 0; memwrite <= 0;
            alusrca <= 0; alusrcb <= 2'b00; aluop <= 2'b00;
            pcsource <= 2'b00;
            iord <= 0; memtoreg <= 0;
            case(state)
               FETCH1: 
                  begin
                     memread <= 1; 
                     irwrite <= 4'b0001;  
                     alusrcb <= 2'b01;    
                     pcwrite <= 1;        
                  end
               FETCH2: 
                  begin
                     memread <= 1;
                     irwrite <= 4'b0010;
                     alusrcb <= 2'b01;
                     pcwrite <= 1;
                  end
               FETCH3:
                  begin
                     memread <= 1;
                     irwrite <= 4'b0100;
                     alusrcb <= 2'b01;
                     pcwrite <= 1;
                  end
               FETCH4:
                  begin
                     memread <= 1;
                     irwrite <= 4'b1000;
                     alusrcb <= 2'b01;
                     pcwrite <= 1;
                  end
               DECODE: alusrcb <= 2'b11;
               MEMADR:
                  begin
                     alusrca <= 1;
                     alusrcb <= 2'b10;
                  end
               LBRD:
                  begin
                     memread <= 1;
                     iord    <= 1;
                  end
               LBWR:
                  begin
                     regwrite <= 1;
                     memtoreg <= 1;
                  end
               SBWR:
                  begin
                     memwrite <= 1;
                     iord     <= 1;
                  end
               RTYPEEX: 
                  begin
                     alusrca <= 1;
                     aluop   <= 2'b10;
                  end
               RTYPEWR:
                  begin
                     regdst   <= 1;
                     regwrite <= 1;
                  end
               BEQEX:
                  begin
                     alusrca     <= 1;
                     aluop       <= 2'b01;
                     pcwritecond <= 1;
                     pcsource    <= 2'b01;
                  end
               JEX:
                  begin
                     pcwrite  <= 1;
                     pcsource <= 2'b10;
                  end
					ADDIEX:  
						begin
							alusrca 		<= 1;
							alusrcb 		<= 2'b10;
							aluop	  		<= 2'b00; 
						end
					ADDIWR:
						begin
							regdst <= 0;
							regwrite <= 1;
							memtoreg <= 0;
						end
			endcase
      end
   assign pcen = pcwrite | (pcwritecond & zero);  
endmodule
module alucontrol(input      [1:0] aluop, 
                  input      [5:0] funct, 
                  output reg [2:0] alucont);
   always @(*)
      case(aluop)
         2'b00: alucont <= 3'b010;   
         2'b01: alucont <= 3'b110;   
         default: case(funct)        
                     6'b100000: alucont <= 3'b010;  
                     6'b100010: alucont <= 3'b110;  
                     6'b100100: alucont <= 3'b000;  
                     6'b100101: alucont <= 3'b001;  
                     6'b101010: alucont <= 3'b111;  
                     default:   alucont <= 3'b101;  
                  endcase
      endcase
endmodule
module datapath #(parameter WIDTH = 8, REGBITS = 3)
                 (input              clk, reset, 
                  input  [WIDTH-1:0] memdata, 
                  input              alusrca, memtoreg, iord, pcen, regwrite, regdst,
                  input  [1:0]       pcsource, alusrcb, 
                  input  [3:0]       irwrite, 
                  input  [2:0]       alucont, 
                  output             zero, 
                  output [31:0]      instr, 
                  output [WIDTH-1:0] adr, writedata);
   localparam CONST_ZERO = 8'b0;
   localparam CONST_ONE =  8'b1;
   wire [REGBITS-1:0] ra1, ra2, wa;
   wire [WIDTH-1:0]   pc, nextpc, md, rd1, rd2, wd, a, src1, src2, aluresult,
                          aluout, constx4;
   assign constx4 = {instr[WIDTH-3:0],2'b00};
   assign ra1 = instr[REGBITS+20:21];
   assign ra2 = instr[REGBITS+15:16];
   mux2       #(REGBITS) regmux(instr[REGBITS+15:16], instr[REGBITS+10:11], regdst, wa);
   flopen     #(8)      ir0(clk, irwrite[0], memdata[7:0], instr[7:0]);
   flopen     #(8)      ir1(clk, irwrite[1], memdata[7:0], instr[15:8]);
   flopen     #(8)      ir2(clk, irwrite[2], memdata[7:0], instr[23:16]);
   flopen     #(8)      ir3(clk, irwrite[3], memdata[7:0], instr[31:24]);
   flopenr    #(WIDTH)  pcreg(clk, reset, pcen, nextpc, pc);
   flop       #(WIDTH)  mdr(clk, memdata, md);
   flop       #(WIDTH)  areg(clk, rd1, a);	
   flop       #(WIDTH)  wrd(clk, rd2, writedata);
   flop       #(WIDTH)  res(clk, aluresult, aluout);
   mux2       #(WIDTH)  adrmux(pc, aluout, iord, adr);
   mux2       #(WIDTH)  src1mux(pc, a, alusrca, src1);
   mux4       #(WIDTH)  src2mux(writedata, CONST_ONE, instr[WIDTH-1:0], 
                                constx4, alusrcb, src2);
   mux4       #(WIDTH)  pcmux(aluresult, aluout, constx4, CONST_ZERO, pcsource, nextpc);
   mux2       #(WIDTH)  wdmux(aluout, md, memtoreg, wd);
   regfile    #(WIDTH,REGBITS) rf(clk, regwrite, ra1, ra2, wa, wd, rd1, rd2);
   alu        #(WIDTH) alunit(src1, src2, alucont, aluresult);
   zerodetect #(WIDTH) zd(aluresult, zero);
endmodule
module alu #(parameter WIDTH = 8)
            (input      [WIDTH-1:0] a, b, 
             input      [2:0]       alucont, 
             output reg [WIDTH-1:0] result);
   wire     [WIDTH-1:0] b2, sum, slt;
   assign b2 = alucont[2] ? ~b:b; 
   assign sum = a + b2 + alucont[2];
   assign slt = sum[WIDTH-1];
   always@(*)
      case(alucont[1:0])
         2'b00: result <= a & b;
         2'b01: result <= a | b;
         2'b10: result <= sum;
         2'b11: result <= slt;
      endcase
endmodule
module regfile #(parameter WIDTH = 8, REGBITS = 3)
                (input                clk, 
                 input                regwrite, 
                 input  [REGBITS-1:0] ra1, ra2, wa, 
                 input  [WIDTH-1:0]   wd, 
                 output [WIDTH-1:0]   rd1, rd2);
   reg  [WIDTH-1:0] RAM [(1<<REGBITS)-1:0];
   always @(posedge clk)
      if (regwrite) RAM[wa] <= wd;	
   assign rd1 = ra1 ? RAM[ra1] : 0;
   assign rd2 = ra2 ? RAM[ra2] : 0;
endmodule
module zerodetect #(parameter WIDTH = 8)
                   (input [WIDTH-1:0] a, 
                    output            y);
   assign y = (a==0);
endmodule	
module flop #(parameter WIDTH = 8)
             (input                  clk, 
              input      [WIDTH-1:0] d, 
              output reg [WIDTH-1:0] q);
   always @(posedge clk)
      q <= d;
endmodule
module flopen #(parameter WIDTH = 8)
               (input                  clk, en,
                input      [WIDTH-1:0] d, 
                output reg [WIDTH-1:0] q);
   always @(posedge clk)
      if (en) q <= d;
endmodule
module flopenr #(parameter WIDTH = 8)
                (input                  clk, reset, en,
                 input      [WIDTH-1:0] d, 
                 output reg [WIDTH-1:0] q);
   always @(posedge clk)
      if      (reset) q <= 0;
      else if (en)    q <= d;
endmodule
module mux2 #(parameter WIDTH = 8)
             (input  [WIDTH-1:0] d0, d1, 
              input              s, 
              output [WIDTH-1:0] y);
   assign y = s ? d1 : d0; 
endmodule
module mux4 #(parameter WIDTH = 8)
             (input      [WIDTH-1:0] d0, d1, d2, d3,
              input      [1:0]       s, 
              output reg [WIDTH-1:0] y);
   always @(*)
      case(s)
         2'b00: y <= d0;
         2'b01: y <= d1;
         2'b10: y <= d2;
         2'b11: y <= d3;
      endcase
endmodule
module mux2to1 #(parameter WIDTH = 8)
             (input  [WIDTH-1:0] d0, d1, 
              input              s, 
              output [WIDTH-1:0] y);
   assign y = s ? d1 : d0; 
endmodule
module topMips #(parameter WIDTH = 8)
					(clk, reset, switches, en, memread, leds);
	input clk,reset,en;
	input [3:0] switches;
	output memread;
	output [WIDTH-1:0] leds;
	wire memwrite;
	wire [WIDTH-1:0] adr, writedata, memdata0, memdata1, memdata;
	mips #(8,3) U1(.clk(clk), .reset(reset), .memdata(memdata), .memwrite(memwrite), 
						.adr(adr), .writedata(writedata), .memread(memread));
	exmem #(8,8) U2(.clk(~clk), .memwrite(memwrite), .en(~(adr[7] & adr[6])), .adr(adr), 
						 .writedata(writedata), .memdata(memdata0));
	IO U3(.clk(clk), .en(adr[7] & adr[6]), .adr(adr[5:0]), .switches(switches), 
			.memdata(memdata1), .leds(leds)); 
	mux2to1 #(8) U4(.d0(memdata0), .d1(memdata1), .s(adr[7] & adr[6]), .y(memdata));
endmodule
```

==> impl_metrics.yaml <==
# generated from flow reports
yosys:
  synthCells: 5032
  yosys-stat-area_um2: 83100
  async_flop_share_pct: 0
  edf_count: 2137
  yosys_warnings: 8
  synth_area_um2: 83100
  avgSynthCellArea_um2: 16.5
  synth_cell_types: 73
  ys_seq_share_pct: 78.6
  synth_top_flop_cell: "edfxtp_1"
  ys_ff: 2196
  yosysCellCount: 5032
timing:
  fin_tns_setup_ps: 0
  hold_ws_ps: 478
  rsz0062_at_grt: "false"
  setup_viol: 0
  tightest_slew_ps: 1120
  drv_slew: 0
  max_slew_margin_pct: 24.8
  hold_viol: 0
  fin_ws_ps: 8830
  clock-skew-final_ps: 70.9
grt:
  grt_max_degree: 100
  top_usage_layer: "met2"
  antenna_found_initial: 2
  grt_use_met2_pct: 23.0
  grt_util_met3_pct: 14.6
  grt_usage_pct: 16.6
  grt_overflow: 0
  grt_use_met1_pct: 17.6
  grt_pass1_wl_um: 327000
  first_global_vias: 60122
cells_and_area:
  layout.cells.most_common: "edfxtp_1"
  area_growth_pct: 26.2
  final_cell_mix: "edfxtp_1 (2137), inv_1 (2127), a22oi_1 (1010)"
  final_util_pct: 38.2
  nFillCells: 24413
  drive_gt1_share_pct: 7.47
min_path:
  whs_path_depth: 2
  min_from: "U1.cont.state[14]"
  hold_end: "U1.cont.state[0]"
  hp-class: "reg2reg"
pwr:
  combPwrFrac_pct: 11.5
  power.density_nw_per_um2: 82.0
  p_leak_uw: 0.0425
  power_frac_seq_pct: 43.4
  p_sw_share_pct: 31.0
  intPower_uw: 5940
  pwr-share-clk_pct: 45.1
  finalPower_uw: 8600
  p_sw_uw: 2670
  peakVddDrop_v: 0.0000699
route:
  vias: 54873
  drt-wirelength-per-cell_um: 18.9
  ant_nets: 0
  wl_um: 217000
  drt-pass1-iter-count: 8
  via_per_inst: 4.77
  drtIter0Drc: 3657
  drc_errors: 0
die:
  die-area_um2: 279000
  rows: 192
  core_area_um2: 275000
  fp.dieW_um: 528
  die_h_um: 528
  io_pins: 16
  fp_util_pct: 30.3
setup_path:
  critPathMaxFanout: 49
  worst_ep_arrival_time_ps: 6400
  worstSetupPathType: "reg2reg"
  r2r_cells: 13
  setup.worst_path.start_class: "flip-flop"
  cp-startpoint: "U1.cont.state[8]"
  reg2reg_to: "U2.memdata[4]"
  r2r_start: "U1.cont.state[8]"
  rrSetupSlack_ps: 8830
  end_kind: "flip-flop"
  required_ps: 15230
place:
  place_ws_ps: 8950
  post-dp-hpwl_um: 121000
  portBuffers: 6
  gp_congestion: 0.887
clock_tree:
  htreeDepth: 4
  clk_pin_slew_ps: 60
  cts_resized: 0
  clock-sinks: 2196
  cts_made_buffers: 218
  clk_latency_ps: 830
  clockBufferDepth: 3
  root_buffer: "clkbuf_16"
  post_cts_buffers: 0
  cts_tree: "yes"
  cts_hold_buf: 0
run:
  cap_violations: 0
  tool_warnings: 1028
status:
  status: "completed"
-- synthesized netlist by cell type (14+ instances only) --
cell type	count	area, µm²
a21oi_1	107	536
a221oi_1	15	131
a22oi_1	1010	7580
a311oi_1	119	1040
a31oi_1	71	444
and3_1	84	526
buf_1	98	368
buf_2	41	205
clkbuf_1	226	848
dfxtp_1	59	1180
edfxtp_1	2137	64200
inv_1	16	60.1
mux2_2	24	270
mux2i_1	34	340
mux4_2	16	360
nand2_1	81	304
nand3_1	332	1660
nor2_1	248	931
nor2b_1	14	87.6
nor3_1	37	185
nor4_1	23	144
o21ai_0	42	210
o22ai_1	39	244
-- worst max path at each step --
stage,slack [ps],cells after the start,to
CTS,8870,13,U2.memdata[7]
global route,8550,13,U2.memdata[7]
finish,8830,13,U2.memdata[4]
-- power groups by stage --
stage | Clock (µW) | Combinational [µW] | Sequential (µW)
after global routing | 4360 | 1070 | 3730
after CTS | 4000 | 988 | 3730
final | 3880 | 991 | 3730
-- registers in the layout, summed over array words and instances, names as in the netlist --
name           count
U2.memdata         8
U1.dp.ir1.q        3
U1.cont.state     15
U2.mips_ram     2048
U1.dp.pcreg.q      8
U1.dp.res.q        8
U1.dp.ir2.q        6
U1.dp.ir3.q        6
U1.dp.mdr.q        8
U1.dp.ir0.q        8
U1.dp.wrd.q        8
U3.memdata         4
U1.dp.areg.q       8
U1.dp.rf.RAM      58
-- per-layer routing --
layer  share of wire [%]  vias to the layer above
li1                    -                    25458
met1                  35                    26019
met2                  45                     2986
met3                  16                      400
met4                 2.9                       10
met5                0.13                        -
-- cell type report --
cell class	instances	area, µm²	area share (%)
Antenna cell	4	10.0	0.00954
Clock buffer	221	5500	5.24
Clock inverter	2235	9610	9.16
Inverter	16	60.1	0.0572
Multi-Input combinational cell	2965	18300	17.5
Sequential cell	2196	65400	62.3
Tap cell	3686	4610	4.39
Timing Repair Buffer	171	1420	1.36
-- worst max-delay path, stage by stage, from the launching register on --
cell and delay, ps:
dfxtp_1 720, nor2_4 70, o31ai_4 710, buf_4 540, buf_4 480, buf_4 620, buf_4 520, a22oi_1 110
and3_1 200, a311oi_1 600, a311oi_1 260, nor3_1 330, a21oi_1 90, o221ai_1 200
-- kinds of logic (layout without fill, tap and decap cells) --
family / Yosys count / count (layout) / share of synthesized area, %
AND/OR/NAND/NOR: 880 / 880 / 5.15
other: 1 / 524 / 0.00451
AND-OR/OR-AND: 1471 / 1471 / 13.0
flip-flops: 2196 / 2196 / 78.6
buffers and inverters: 390 / 2643 / 1.86
XOR/XNOR: 10 / 10 / 0.105
adder cells (fa/ha/maj): 10 / 10 / 0.150
multiplexers: 74 / 74 / 1.17
-- per-stage QoR --
stage / cells / cell area [µm²]
6_report: 11494 / 105000
2_1_floorplan: 5551 / 85100
5_1_grt: 11490 / 105000
4_1_cts: 11490 / 105000
3_5_place_dp: 9035 / 89800
3_3_place_gp: 9035 / 89800
Power figures rest on the tool's default switching activity, not on a simulated workload.
